[flow/run.sh]
#!/bin/bash
# OpenROAD 26Q1-2900-gdf79404cd8, Yosys 0.63+post, stock flow scripts
make -C /OpenROAD-flow-scripts/flow DESIGN_CONFIG=/design/flow/config.mk WORK_HOME=/design/flow/orfs finish
[flow/config.mk]
export PLATFORM = sky130hd
export DESIGN_NAME = lab3part2
export DESIGN_NICKNAME = lab3part2
export VERILOG_FILES = /design/flow/design.v
export SDC_FILE = /design/flow/constraint.sdc
export NUM_CORES = 4
export LEC_CHECK = 1
export CORE_AREA = 10 10 70 70
export DIE_AREA = 0 0 80 80
[flow/constraint.sdc]
current_design lab3part2

set clk_period 3.0
set clk_io_pct 0.2

create_clock -name clk0 -period $clk_period

set non_clock_inputs [all_inputs -no_clocks]
set_input_delay [expr $clk_period * $clk_io_pct] -clock clk0 $non_clock_inputs
set_output_delay [expr $clk_period * $clk_io_pct] -clock clk0 [all_outputs]
[flow/design.v]
module lab3part2 (SW, LEDR);
	input [8:0]SW;
	output [9:0]LEDR;	
	FourRCA u4(.IN(SW[8:0]), .OUT(LEDR[9:0]) );
endmodule 
module FourRCA (IN, OUT);
	input [8:0]IN;
	output [9:0]OUT;
	wire W1, W2, W3;
		FA u0 (IN[8], IN[4], IN[0], OUT[0], W1 );
		FA u1 (W1, IN[5], IN[1], OUT[1], W2 );
		FA u2 (W2, IN[6], IN[2], OUT[2], W3 );
		FA u3 (W3, IN[7], IN[3], OUT[3], OUT[9] );
endmodule 
module FA ( input ci, a, b, output s, co );
	assign co = (~b & a & ci) | (b & ~a & ci) | (b & a & ~ci) | (b & a & ci);
	assign s = (~b & ~a & ci) | (~b & a & ~ci) | (b & ~a & ~ci) | (b & a & ci);
endmodule 
==> commit_impl_results.txt <==
Record implementation results from latest flow run

* Worst supply voltage drop on vdd: about 29 uV
* Cell with the most instances on the worst path: fa_2
- Overall die area: between 6000 and 7000 sq um
- In this run the remaining antenna-violating nets after routing total 0.
- The finished layout holds slightly below 80 standard cells, fillers aside.
- Max Clock Freq: about 350 MHz
* Critical Path Sink Type: primary output
* Core area: about 3400 sq um
- The final layout reports a setup TNS of 0 ps.
* Number of top-level pins: 19
- Post-CTS timing repair inserted 0 buffers for setup.
- Total congestion overflow after global routing: 0
- Across the whole layout, storage elements account for 0 sq um.
- The synthesized netlist occupies a cell area of about 190 sq um.
* Number of max-slew violations in the final report: 0
- Total Power Consumption: roughly 42 uW
* Synth warnings: 5
* Cell-by-cell listing of the critical path: buf_2 > fa_2 > fa_2 > inv_2 > fa_2 > fa_2 > inv_2 > buf_2
* Weighted congestion reported at the end of routability-driven placement: about 0.79
- Number of distinct library cells after synthesis: 4
- Starting utilization of the core area: 0.0553
- Die height: roughly 80 microns
- Pin count of the biggest net entering global routing: 2
- Per the run summary, max-cap violations total 0.
- Per the post-synthesis stats, the area per cell is slightly above 8 sq um.
* Cell Count Post-Placement: 77
- In the global route stage, overall resource usage came out at 0.0139.
- The report lists the power per cell area as 134 nW/um^2.
* Leakage power figure: approximately 0.14 nW
- The placement report lists the number of port buffers as 14.
- Area growth syn-to-layout: 64.9%
- Antenna violations before repair: 0
- FP Rows: 21
* Worst-path cell with the longest stage delay: fa_2
- The number of global-route vias before repair was 173.
* Post-route DRC violation count: 0
- Worst Slack Setup Final: 135 ps
- Post-route period utilization is reported as 0.955.
- Per the detail_route report, inserted antenna diodes total 0.
- Cell count after synthesis: 23
- The number of sequential cells reported for the layout is 0.
- In this run the worst path has a maximum fanout of 1.
- Setup repair after global routing left no endpoint under its margin.
* Buffer-and-inverter tally for the worst setup path: 4
- The first global-routing pass estimated about 750 microns of wire.
- Clock buffers in the final layout number 0.
* Largest stage delay on the critical path: between 400 and 500 ps
- Hpwl dp: around 450 microns
* Synthesis area per yosys: between 150 and 200 sq um
- Warnings raised by the tools during the run amount to 32.
* Avg Vias per Cell: approximately 1.7
* Total Routed Length: roughly 460 microns
* Number of vias after detailed routing: 134
- Sequential area share after synthesis: 0
* Final count of negative-setup-slack endpoints: 0
- Fraction of final layout cells with drive strength greater than 1: 0.355
- First-iteration detailed-routing DRC count: 0
- Final Hold Violating Endpoints: 0
- Cell family with the largest share of critical-path delay: adder cells
- Yosys stat counts 23 cells in the synthesized netlist.
- Required time worst endpoint: roughly 2400 ps
- STA classifies the critical path startpoint as an input pin.
* Number of iterations in the first detailed-routing pass: 1
- After detailed routing, the average wire length per cell comes to roughly 6 microns.
- The clock period could shrink to around 2900 ps.
- Start point of the worst min-delay path: SW[4]
- Terminating pin of the worst hold path: LEDR[0]
- Path class of the lowest-slack min-delay path: in2out
* Die Span X: about 80 microns
* Arr. time, crit path: roughly 2300 ps
* Worst slack at placement: -721 ps
- The run finished with clean final reports.
- Looking at the setup timing report, the critical path kind is in2out.
- Min-Delay Path Depth: 3
## layer usage
layer	GRT usage	up-vias	share of wire
met5	0	-	0
li1	-	61	-
met2	0.0209	16	0.28
met1	0.0181	57	0.48
met4	0	0	0
met3	0.00795	0	0.23
## metrics by stage
step | util | hold WS [ps] | cell area, sq um
after floorplan | - | 1410 | 204
after global placement | 0.0956 | 2250 | 327
after detailed placement | 0.0956 | 2260 | 327
after CTS | 0.0930 | 1940 | 318
after global routing | 0.0912 | 1960 | 312
final | 0.0912 | 1920 | 312
## worst max-delay path by stage
stage / start / endpoint / slack, ps / cells after the start
CTS: SW[0] / LEDR[3] / 10 / 8
global route: SW[8] / LEDR[3] / 40 / 8
finish: SW[8] / LEDR[3] / 140 / 8
## where the power goes
part           switching [mW]  leakage (nW)  internal, mW  total [mW]
sequential                  0             0             0           0
clock                       0             0             0           0
combinational          0.0137         0.142        0.0281      0.0417
## final cells by class
| cell class | count | area [sq um] |
|---|---|---|
| Tap cell | 46 | 57.6 |
| Timing Repair Buffer | 14 | 115 |
| Multi-Input combinational cell | 9 | 109 |
| Fill cell | 410 | 3100 |
| Inverter | 8 | 30.0 |
## timing repair
action,in CTS,in global routing
resized,25,1
pin swaps,4,4
hold buffers,0,0
endpoints found under the setup margin,4,1
## cells in the mapped netlist
library cell,n,area share
fa_1,4,0.42
conb_1,1,0.020
inv_1,8,0.16
buf_4,10,0.40
## layout by cell type, fill, tap and decap left out
cell type,count
buf_2,4
inv_2,3
clkdlybuf4s50_1,6
conb_1,5
dlygate4sd2_1,4
fa_2,4
inv_1,5
## cell families (layout without fill, tap and decap cells)
logic type	Yosys count	in the layout	synth area share
adders and majority gates	4	4	0.424
buffers and inverters	18	22	0.556
other	1	5	0.0198
Power figures rest on the tool's default switching activity, not on a simulated workload.
