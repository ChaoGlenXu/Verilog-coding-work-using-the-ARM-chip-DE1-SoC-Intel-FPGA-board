===== flow/run.sh =====
#!/bin/bash
# OpenROAD 26Q1-2900-gdf79404cd8, Yosys 0.63+post, stock flow scripts
make -C /OpenROAD-flow-scripts/flow DESIGN_CONFIG=/design/flow/config.mk WORK_HOME=/design/flow/orfs finish

===== flow/config.mk =====
export PLATFORM = sky130hd
export DESIGN_NAME = Lab4Part2
export DESIGN_NICKNAME = Lab4Part2
export VERILOG_FILES = /design/flow/design.v
export SDC_FILE = /design/flow/constraint.sdc
export NUM_CORES = 4
export LEC_CHECK = 1
export CORE_AREA = 10 10 96 96
export DIE_AREA = 0 0 106 106

===== flow/constraint.sdc =====
current_design Lab4Part2

set clk_period 2.4
set clk_io_pct 0.2

create_clock -name clk0 -period $clk_period [get_ports {KEY}]

set non_clock_inputs [all_inputs -no_clocks]
set_input_delay [expr $clk_period * $clk_io_pct] -clock clk0 $non_clock_inputs
set_output_delay [expr $clk_period * $clk_io_pct] -clock clk0 [all_outputs]

===== flow/design.v =====
module Lab4Part2(SW, KEY, LEDR , HEX0, HEX1, HEX2, HEX3, HEX4, HEX5); 
	input [9:0]SW;
	input [3:0]KEY;
	output [7:0]LEDR;
	output [6:0]HEX0;
	output [6:0]HEX1;
	output [6:0]HEX2;
	output [6:0]HEX3;
	output [6:0]HEX4;
	output [6:0]HEX5;
	wire [7:0]W1;
	wire [7:0]W2;
	assign LEDR = W1;		
		ALU u1(SW[3:0], W1[3:0], KEY[3:1], W1[7:0], W2[7:0]);
		REGISTER u2(SW[9], W2[7:0], KEY[0], W1[7:0]);
		hexDecoder H0(SW[3], SW[2], SW[1], SW[0], HEX0[0], HEX0[1], HEX0[2], HEX0[3], HEX0[4], HEX0[5], HEX0[6]);
		hexDecoder H1(1'b0, 1'b0, 1'b0, 1'b0, HEX1[0], HEX1[1], HEX1[2], HEX1[3], HEX1[4], HEX1[5], HEX1[6]);
		hexDecoder H2(1'b0, 1'b0, 1'b0, 1'b0, HEX2[0], HEX2[1], HEX2[2], HEX2[3], HEX2[4], HEX2[5], HEX2[6]);
		hexDecoder H3(1'b0, 1'b0, 1'b0, 1'b0, HEX3[0], HEX3[1], HEX3[2], HEX3[3], HEX3[4], HEX3[5], HEX3[6]);
		hexDecoder H4(W1[3], W1[2], W1[1], W1[0], HEX4[0], HEX4[1], HEX4[2], HEX4[3], HEX4[4], HEX4[5], HEX4[6]);
		hexDecoder H5(W1[7], W1[6], W1[5], W1[4], HEX5[0], HEX5[1], HEX5[2], HEX5[3], HEX5[4], HEX5[5], HEX5[6]);
endmodule
module REGISTER (RESETb, D, CLK, Q);
	input RESETb;
	input [7:0]D;
	input CLK;
	output reg [7:0]Q;
	always@(negedge RESETb, posedge CLK)
		if(RESETb == 0)
			Q <= 0;
		else
			Q <= D;	
endmodule
module ALU(A, B, ALUSelect, HOLD, ALUout);
	input [3:0]A,B;
	input [2:0]ALUSelect;
	input [7:0]HOLD;
	output reg [7:0]ALUout;
	wire [4:0]C1;
	Ripple_carry_adder_4bit r1(.A(A[3:0]),.B(B[3:0]),.S(C1[3:0]),.Cin(1'b0),.Cout(C1[4]));
	always@(*)	
		case (ALUSelect[2:0])
			3'b111: ALUout = {3'b000, C1};
			3'b110: ALUout = A + B;
			3'b101: ALUout = {~(A & B) , ~(A ^ B)};
			3'b100: ALUout =  (| {A,B} ) ? 8'b11110000 : 8'b00000000;  
			3'b011: ALUout = ((A[1]&~A[2]&~A[3]&~A[0]) | (~A[1]&A[2]&~A[3]&~A[0]) | (~A[1]&~A[2]&A[3]&~A[0]) | (~A[1]&~A[2]&~A[3]&A[0])) & ((~B[1]&~B[2]&B[3]&B[0]) | (B[1]&~B[2]&~B[3]&B[0])| (~B[1]&B[2]&~B[3]&B[0]) | (~B[1]&B[2]&B[3]&~B[0]) | (B[1]&~B[2]&B[3]&~B[0]) | (B[1]&B[2]&~B[3]&~B[0])) ? (8'b11110000) : (8'b00000000);
			3'b010: ALUout = {A[3:0],~B[3:0]};
			3'b001: ALUout = HOLD;
			default: ALUout = 8'b00000000;
		endcase
endmodule
module Ripple_carry_adder_4bit(A,B,S,Cin,Cout);
	input [3:0]A,B;
	input Cin;
	output [3:0]S;
	output Cout;
	wire C1,C2,C3;
	FullAdder FA0(A[0],B[0],Cin,S[0],C1);
	FullAdder FA1(A[1],B[1],C1,S[1],C2);
	FullAdder FA2(A[2],B[2],C2,S[2],C3);
	FullAdder FA3(A[3],B[3],C3,S[3],Cout);
endmodule
module FullAdder(x,y,cin,s,cout);
	input x,y;
	input cin;
	output s;
	output cout;
	assign s = cin ^ x ^ y;
	assign cout =  (x&cin) |  (x&y) |  (y&cin) ;
endmodule
module hexDecoder (input a, b, c, d, output f0, f1, f2, f3, f4, f5, f6);
	assign f0 = (~a & ~b & ~c & d) | (~a & b & ~c & ~d) | (a & ~b & c & d) | (a & b & ~c & d) ;
	assign f1 = (~a & b & ~c & d) | (~a & b & c & ~d) | (a & ~b & c & d) | (a & b & ~c & ~d) | (a & b & c & ~d) | (a & b & c & d) ;
	assign f2 = (~a & ~b & c & ~d) | (a & b & ~c & ~d) | (a & b & c & ~d) | (a & b & c & d) ;
	assign f3 = (~a & ~b & ~c & d) | (~a & b & ~c & ~d) | (~a & b & c & d) | (a & ~b & c & ~d) | (a & b & c & d);
	assign f4 = (~a & ~b & ~c & d) | (~a & ~b & c & d) | (~a & b & ~c & ~d) | (~a & b & ~c & d) | (~a & b & c & d) | (a & ~b & ~c & d);
	assign f5 = (~a & ~b & ~c & d) | (~a & ~b & c & ~d) | (~a & ~b & c & d) | (~a & b & c & d) | (a & b & ~c & d);
	assign f6 = (~a & ~b & ~c & ~d) | (~a & ~b & ~c & d) | (~a & b & c & d) | (a & b & ~c & ~d);
endmodule

==> out/metrics.cfg <==
[layout]
area_delta_synth_final_pct = 67.4
num-fill-cells = 683
regMostFlops = u2.Q
logic_area_um2 = 1130
lay_top_count = clkbuf_8
final_cells = 416
post_route_cells_drive_above_1_share_pct = 34.7
largest_reg_flops = 8
reg_top3 = u2.Q (8)
fin_util_pct = 39.0
final_cell_mix = 37 x clkbuf_8, 30 x clkdlybuf4s50_1, 26 x buf_4
seq_area_um2 = 205

[sta]
drv_slew = 0
whs_ns = 0.158
hold_viol = 0
worst_slack_ns = 0.0447
fin_crit_sh_pct = 98.1
finalClockSkew_ns = 0
setup_viol_count_final = 0
layout_min_cycle_time_ns = 2.36
max_freq_ghz = 0.427

[pwr]
peakVddDrop_uv = 663
power_mw = 5.33
leakage_nw = 1.27
power_density_nw_per_um2 = 1900

[drt]
wl_mm = 6.87
antenna_left = 0
wl_per_cell_um = 16.5
drcViolationCount = 0
num_vias = 2002
drt-pass1-iter-count = 4
n_antenna_cell = 0
vias_per_cell = 4.81
drtIter0Drc = 325

[yosys]
yosys-stat-area_um2 = 1680
netlist_instances = 241
yosys_warnings = 2
syn_area_um2 = 1680
avgSynthCellArea_um2 = 6.97
postSynthSeqShare_pct = 11.9
ys_seq_elements = 8
synthDistinctLibCells = 48
yosys_cells = 241
yosysTopAreaCellShare_pct = 22.8
top_area_cell = buf_4
area_leaders = buf_4 23%, dfrtp_1 12%, nor2_1 5.4%

[floorplanning]
fp-utilization_pct = 23.3
ios = 64
die-height_um = 106
die_area_um2 = 11200
num_rows = 31
die_w_um = 106
core_um2 = 7210

[placement]
dp_cells = 351
gp_congestion = 0.842
port_buffers = 34
place_ws_ns = -0.503
place_hpwl_mm = 3.45

[setup_path]
r2r_slack_ns = 0.07
worst-setup-path-type = clk -> reg
arrival_ns = 2.44
cp_max_fo = 7
critPathRequiredTime_ns = 2.49
crit_path_start_kind = clock port
end_kind = register

[global_route]
grt_max_degree = 17
grt_first_pass_wirelength_mm = 10.9
gr-total-overflow = 0
antenna_found_initial = 0
grt_pass1_vias = 2477
grt_usage_pct = 12.3

[clock_tree]
ctsHoldBuffers = 0
clk_latency_ns = 0.21
tritoncts = built
cts.reportedPaths.clkPinSlew_ns = 0.03

[hold_path]
hp-class = clk -> reg

[job]
maxCapViolations = 0
stage_log_warnings = 281

[run_status]
status = completed

## timing repair
item | in CTS | in global routing
buffers inserted | 1 | 3
pin swaps | 2 | 2
resized | 21 | 14
setup endpoints to repair | 16 | 20
## metal layers
layer / global-route usage (%) / vias up / wire (um)
li1: - / 896 / -
met1: 11.7 / 898 / 2650
met2: 12.8 / 155 / 2830
met3: 13.1 / 53 / 990
met4: 13.4 / 0 / 398
met5: 2.68 / - / 0
## Yosys cell counts (all sizes together)
cell type and instances:
xor2 3, and3 1, o22ai 5, mux2 1, a21oi 14, fa 3
conb 2, dfrtp 8, o21bai 1, a32o 1, nor3 3, buf 58
o31ai 3, clkbuf 7, mux2i 4, nand4bb 1, a21o 5, nand3 2
a221o 1, or3 2, nor2b 3, o211ai 3, o221ai 1, nand2 15
a211oi 4, xnor2 2, or3b 1, a22o 3, a41oi 1, nor2 25
and2 1, inv 14, ha 4, a31oi 2, o21ai 21, or2 1
a21boi 3, nand2b 8, o32ai 3, nor4b 1
## worst paths after layout
check | from | end | depth (start not counted)
setup reg to reg | u2.Q[0] | u2.Q[3] | 8
hold / removal | KEY[2] | u2.Q[0] | 4
setup / recovery | KEY[2] | u2.Q[7] | 10
min in group asynchronous | SW[9] | u2.Q[6] | 1
max in group asynchronous | SW[9] | u2.Q[3] | 1
hold reg to reg | u2.Q[6] | u2.Q[6] | 2
## where the power goes
part | leakage, nW | switching, mW | internal, mW
registers | 0.0856 | 0.128 | 0.217
clock network | 0.517 | 1.20 | 2.29
logic | 0.665 | 0.658 | 0.836
## worst max-delay path, stage by stage
cell and delay (ns):
clkbuf_8 0.11, clkbuf_8 0.13, nand2b_1 0.12, clkbuf_8 0.16, clkbuf_8 0.13, nor2_1 0.04
clkbuf_8 0.13, clkbuf_8 0.13, a21oi_1 0.20, nand2_1 0.09
## final cells by class
type	instances	area share, %
flip-flops and latches	8	7.30
multi-input cells	173	40.2
clock inverters	10	1.87
inverters	13	1.74
repair buffers	61	19.1
clock buffers	52	25.4
well taps	99	4.41
## per-stage QoR
stage / TNS, ns / cell area, um^2
after floorplan: 0 / 1750
after global placement: -2.49 / 1940
after detailed placement: -2.53 / 1940
after CTS: 0 / 2760
after global routing: -0.0431 / 2810
final: 0 / 2810
## cell families after synthesis
group | Yosys count | synth area share [%]
multiplexers | 5 | 3.06
flip-flops | 8 | 11.9
AND-OR/OR-AND | 71 | 27.3
AND/OR/NAND/NOR | 64 | 18.3
XOR/XNOR | 5 | 2.61
adder cells (fa/ha/maj) | 7 | 6.56
other | 2 | 0.447
buffers and inverters | 79 | 29.9
Power is estimated from default activity; no workload was simulated.
