[flow/design.v]
module lab4part3(SW, KEY, LEDR );
	input [9:0]SW;
	input [3:0]KEY;
	output [7:0]LEDR;
	shift_with_n u1(SW[9], KEY[0], KEY[1], KEY[2], KEY[3], SW[7:0], LEDR[7:0] );
endmodule
module shift_with_n(reset_n, clock, parallel_load_n, load_left, ASRight, data_in, Q);
	input reset_n;
	input clock;
	input parallel_load_n;
	input load_left;
	input ASRight;
	input [7:0] data_in;
	output reg [7:0] Q;
	always@(posedge clock)
		begin  
			if(reset_n == 1)
				begin 
					if(parallel_load_n == 1)
						begin 
							if(load_left == 1) 
								begin 
								Q[0] <= Q[1];
								Q[1] <= Q[2];
								Q[2] <= Q[3];
								Q[3] <= Q[4];
								Q[4] <= Q[5];
								Q[5] <= Q[6];
								Q[6] <= Q[7];
									if(ASRight == 1)
										Q[7] <= Q[7];
									else
										Q[7] <= Q[0];
								end 
							else if(load_left == 0) 
								begin 
								Q[7] <= Q[6]; 
								Q[6] <= Q[5];
								Q[5] <= Q[4]; 	
								Q[4] <= Q[3];
								Q[3] <= Q[2];
								Q[2] <= Q[1];
								Q[1] <= Q[0];
								Q[0] <= Q[7]; 
								end 
						end 
					else
						Q <= data_in;
				end 
			else
				Q <= 0;
		end 
endmodule
[flow/run.sh]
#!/bin/bash
# OpenROAD 26Q1-2900-gdf79404cd8, Yosys 0.63+post, stock flow scripts
make -C /OpenROAD-flow-scripts/flow DESIGN_CONFIG=/design/flow/config.mk WORK_HOME=/design/flow/orfs finish
[flow/config.mk]
export PLATFORM = sky130hd
export DESIGN_NAME = lab4part3
export DESIGN_NICKNAME = lab4part3
export VERILOG_FILES = /design/flow/design.v
export SDC_FILE = /design/flow/constraint.sdc
export NUM_CORES = 4
export LEC_CHECK = 1
export CORE_AREA = 10 10 70 70
export DIE_AREA = 0 0 80 80
[flow/constraint.sdc]
current_design lab4part3

set clk_period 1.8
set clk_io_pct 0.2

create_clock -name clk0 -period $clk_period [get_ports {KEY}]

set non_clock_inputs [all_inputs -no_clocks]
set_input_delay [expr $clk_period * $clk_io_pct] -clock clk0 $non_clock_inputs
set_output_delay [expr $clk_period * $clk_io_pct] -clock clk0 [all_outputs]
==> metrics.yaml <==
status:
  status: "complete, no violations"
setup_path:
  reg2regPathDepth: 2
  crit_type: "reg2out"
  crit_path_max_fanout: 4
  crit_chain: "clkdlybuf4s50_1"
  critPathTopFamily: "buffers and inverters"
  arrival_ps: 1110
  worstSetupStartpoint: "u1.Q[7]$_SDFFE_PN0P_"
  end_kind: "output pin"
  cp.buffers_inverters: 1
  crit_cells: 1
  slowest_delay_ps: 500
  r2r_start: "u1.Q[7]$_SDFFE_PN0P_"
  cp_slowest_cell: "clkdlybuf4s50_1"
  critPathLaunchType: "flip-flop"
  required_ps: 1440
worst_hold_path:
  worstHoldStart: "KEY[3]"
  hold_class: "clk2reg"
  whs_path_depth: 2
final_timing:
  fin_crit_sh_pct: 81.6
  setup_slack_ps: 331
  drv_slew: 0
  tightest_slew_ps: 367
  skew_ps: 0
  grt_setup_unrepaired: "false"
  max_freq_mhz: 681
  final.setup.tns_ps: 0
  maxSlewHeadroom_pct: 75.4
  setup_viol: 0
  hold_viol: 0
  period_minus_slack_ps: 1470
detailed_routing:
  drc: 0
  met1Wirelength_um: 508
  wl_met3_um: 243
  avgViaCountPerCell: 3.44
  met2WireLength_um: 499
  top_layer: "met4"
  drt_iter0_drc: 42
  drt_pass1_iterations: 4
  ant_nets: 0
  vias: 371
  drt_wl_total_um: 1290
  wl_per_cell_um: 12.0
  diodes: 0
die:
  die_y_um: 80
  die_x_um: 80
  dieArea_um2: 6400
  coreArea_um2: 3420
  rows: 21
  fp_util_pct: 10.9
  io-pin-count: 22
synth:
  yosys-stat-cells: 37
  syn_area_per_cell_um2: 10.1
  yosys_area_um2: 373
  syn_inst: 37
  top_area_cell: "dfxtp_1"
  ys_sh_adder_pct: 0
  yosys_warnings: 1
  netlist_area_um2: 373
  synth_top_area_share_pct: 43.0
  topCellsByArea: "dfxtp_1 43%, mux2i_1 21%, a21oi_1 9.4%"
  simple_gate_share_pct: 5.70
  synth_cell_types: 11
  numSynthFlops: 8
  ys_top_logic_family: "AND-OR/OR-AND gates"
  synth-xor-area-share_pct: 0
  yosysSeqAreaShare_pct: 43.0
  mux_area_share_pct: 21.5
  aoi_share_pct: 22.8
place:
  portBuffers: 17
  place_congestion: 0.742
  dp_slack_ps: 409
cts:
  clk-insertion-delay-late_ps: 220
  cts_tree: "done"
  postCtsSetupBuffers: 0
  path_clk_slew_ps: 40
  cts_resized: 0
  ctsHoldBuffers: 0
power_and_ir_drop:
  power.leakage_nw: 0.247
  seqPwrFrac_pct: 26.7
  switching_power_w: 0.000354
  clock_power_share_pct: 61.4
  comb_power_share_pct: 11.9
  ir_drop_mv: 0.822
  switching_share_pct: 30.9
  p_int_w: 0.000791
  power_w: 0.00115
  power_density_nw_per_um2: 1760
run:
  maxCapViolCount: 0
  warnings: 112
cells_and_area:
  reg_top3: "u1.Q: 8 flops"
  nFillCells: 386
  largest_reg_flops: 8
  top_register: "u1.Q"
  drive_gt1_share_pct: 19.4
  area_delta_synth_final_pct: 74.5
grt:
  grt_pass1_wl_um: 1950
  antenna_found_initial: 0
  overflow: 0
  grt_max_degree: 11
  grt_pass1_vias: 521
  grt_usage_pct: 4.42
==> worst paths after layout <==
| kind | end | slack [ps] |
|---|---|---|
| worst min register to register | u1.Q[7]$_SDFFE_PN0P_ | 550 |
| worst max register to register | u1.Q[7]$_SDFFE_PN0P_ | 1080 |
| worst max-delay path | LEDR[7] | 330 |
| worst min-delay path | u1.Q[7]$_SDFFE_PN0P_ | 20 |
==> layout by cell type, fill, tap and decap left out, drive strengths merged <==
master and n:
nand3b 1, nand3 1, clkinv 1, o21ai 7
mux2i 8, o211ai 1, nand4b 1, a21oi 7
clkbuf 10, clkdlybuf4s50 17, dfxtp 8
==> cells by family (layout without fill, tap and decap cells) <==
kind of cell | Yosys count | after routing
muxes | 8 | 8
DFF | 8 | 8
buffers and inverters | 3 | 28
and+or+nand+nor | 3 | 3
AOI/OAI and AO/OA | 15 | 15
==> per-layer routing <==
metal  up-vias  global-route usage (%)
met5         -                       0
met4         0                    4.23
met3         6                    8.41
met2        23                    3.85
met1       156                    2.96
li1        186                       -
==> cells in the mapped netlist (all sizes together) <==
library cell  instances
nand3                 1
dfxtp                 8
buf                   3
o21ai                 7
nand3b                1
a21oi                 7
nand4b                1
o211ai                1
mux2i                 8
==> power groups by stage <==
stage / Sequential (W) / Combinational (W) / Clock (W)
finish: 0.000306 / 0.000137 / 0.000703
global route: 0.000318 / 0.000148 / 0.000875
CTS: 0.000307 / 0.000145 / 0.000815
==> per-stage QoR <==
| step | cells | cell area (µm²) | hold slack [ps] | utilization [%] |
|---|---|---|---|---|
| floorplan | 37 | 373 | 190 | - |
| global placement | 97 | 574 | 91.1 | 16.8 |
| detailed placement | 97 | 574 | 91.1 | 16.8 |
| CTS | 108 | 651 | -3.58 | 19.0 |
| global route | 108 | 651 | 1.97 | 19.0 |
| finish | 108 | 651 | 22.8 | 19.0 |
==> area by class of cell <==
class,instances,area (µm²),share of cell area [%]
multi-input cells,26,186,28.7
clock buffers,10,71.3,11.0
well taps,46,57.6,8.85
flip-flops and latches,8,160,24.6
repair buffers,17,170,26.2
clock inverters,1,5.00,0.769
Power figures rest on the tool's default switching activity, not on a simulated workload.
